File: ./config.mk
export PLATFORM = sky130hd
export DESIGN_NAME = mux41_32
export DESIGN_NICKNAME = mux41_32
export VERILOG_FILES = /design/flow/design.v
export SDC_FILE = /design/flow/constraint.sdc
export NUM_CORES = 4
export LEC_CHECK = 1
export CORE_AREA = 10 10 84 84
export DIE_AREA = 0 0 94 94
File: ./constraint.sdc
current_design mux41_32

set clk_period 3.1
set clk_io_pct 0.2

create_clock -name clk0 -period $clk_period

set non_clock_inputs [all_inputs -no_clocks]
set_input_delay [expr $clk_period * $clk_io_pct] -clock clk0 $non_clock_inputs
set_output_delay [expr $clk_period * $clk_io_pct] -clock clk0 [all_outputs]
File: ./design.v
module mux21_32(port0, port1, sel, out);
	input wire [31:0] port0, port1;
	input wire sel;
	output reg [31:0] out;
	always @(port0 or port1 or sel)
	begin
	if(sel) 
		out = port1;
	else
		out = port0;
	end
endmodule
module mux21_5(port0, port1, sel, out);
	input wire [4:0] port0, port1;
	input wire sel;
	output reg [4:0] out;
	always @(port0 or port1 or sel)
	begin
	if(sel) 
		out = port1;
	else
		out = port0;
	end
endmodule
module mux21_4(port0, port1, sel, out);
	input wire [3:0] port0, port1;
	input wire sel;
	output reg [3:0] out;
	always @(port0 or port1 or sel)
	begin
	if(sel) 
		out = port1;
	else
		out = port0;
	end
endmodule
module mux41_32(port0, port1, port2, port3, sel, out);
	input wire [31:0] port0, port1, port2, port3;
	input wire [1:0] sel;
	output reg [31:0] out;
	always @(port0 or port1 or port2 or port3 or sel)
	begin
	if(sel == 2'b00) 
		out = port0;
	else if(sel == 2'b01)
		out = port1;
	else if(sel == 2'b10)
		out = port2;
	else	
		out = port3;
	end
endmodule
module mux51_32(port0, port1, port2, port3, port4, sel, out);
	input wire [31:0] port0, port1, port2, port3, port4;
	input wire [2:0] sel;
	output reg [31:0] out;
	always @(port0 or port1 or port2 or port3 or port4 or sel)
	begin
	if(sel == 3'b000) 
		out = port0;
	else if(sel == 3'b001)
		out = port1;
	else if(sel == 3'b010)
		out = port2;
	else	if(sel == 3'b011)
		out = port3;
	else
		out = port4;
	end
endmodule
module mux71_32(port0, port1, port2, port3, port4, port5, port6, sel, out);
	input wire [31:0] port0, port1, port2, port3, port4, port5, port6;
	input wire [2:0] sel;
	output reg [31:0] out;
	always @(port0 or port1 or port2 or port3 or port4 or port5 or port6 or sel)
	begin
	if(sel == 3'b000) 
		out = port0;
	else if(sel == 3'b001)
		out = port1;
	else if(sel == 3'b010)
		out = port2;
	else	if(sel == 3'b011)
		out = port3;
	else if(sel == 3'b100)
		out = port4;
	else if(sel == 3'b101)
		out = port5;
	else
		out = port6;
	end
endmodule
module mux31_32(port0, port1, port2, sel, out);
	input wire [31:0] port0, port1, port2;
	input wire [1:0] sel;
	output reg [31:0] out;
	always @(port0 or port1 or port2 or sel)
	begin
	if(sel == 2'b00) 
		out = port0;
	else if(sel == 2'b01)
		out = port1;
	else
		out = port2;
	end
endmodule
module mux31_5(port0, port1, port2, sel, out);
	input wire [4:0] port0, port1, port2;
	input wire [1:0] sel;
	output reg [4:0] out;
	always @(port0 or port1 or port2 or sel)
	begin
	if(sel == 2'b00) 
		out = port0;
	else if(sel == 2'b01)
		out = port1;
	else
		out = port2;
	end
endmodule
module sign_ext (unextend, extended);
	input  [15:0] unextend;
	output [31:0] extended;
	assign extended = {{16{unextend[15]}}, unextend};
endmodule
module register #(parameter WIDTH = 8)
              (input clk, reset, enable,
               input      [WIDTH-1:0] d, 
               output reg [WIDTH-1:0] q);
  	always @(posedge clk, posedge reset)
    		if (reset) q <= 0;
    		else       q <= d;
endmodule
module reg_en #(parameter WIDTH = 8)
              (input clk, reset, clear, enable,
               input [WIDTH-1:0] d, 
               output reg [WIDTH-1:0] q);
  always @(posedge clk, posedge reset, posedge enable)
	if(enable) begin
		if (reset | clear) 
			q <= 0;
		else 
			q <= d;
	end
endmodule
module shifter32(input [31:0] toshift, output [31:0] shifted);
	assign shifted = toshift << 2;
endmodule
module shifter28(input [25:0] toshift, output [27:0] shifted);
	assign shifted = toshift << 2;
endmodule
module adder(inputA, inputB, result);
	parameter N = 32;
	input [N-1:0] inputA, inputB;
	output [N-1:0] result;
  	wire [N-1:0] carry;
   	genvar i;
   	generate 
   		for(i = 0; i < N; i = i+1)
     			begin
   			if(i == 0) 
  			half_adder f(inputA[0], inputB[0], result[0], carry[0]);
  			else
  			full_adder f(inputA[i], inputB[i], carry[i-1], result[i], carry[i]);
     			end
   	endgenerate
endmodule 
module half_adder(inA, inB, sum, carry);
	input inA, inB;
	output sum, carry;
	assign sum = inA ^ inB;
	assign carry = inA & inB;
endmodule 
module full_adder(inA, inB, c_in, sum, c_out);
	input inA, inB, c_in;
   	output sum, c_out;
 	assign sum = (inA ^ inB) ^ c_in;
	assign c_out = (inB & c_in) | (inA & inB) | (inA & c_in);
endmodule
module AND_2 (input A, B, output Y);
	assign Y = A & B;
endmodule
module zero_ext (unextend, extended);
	input  [15:0] unextend;
	output [31:0] extended;
	assign extended = {16'b0, unextend};
endmodule
module zero_pad (unextend, extended);
	input  [15:0] unextend;
	output [31:0] extended;
	assign extended = {unextend, 16'b0};
endmodule
module br_comp (srcA_D, srcB_D, opcode_D, equal_D);
	input [31:0] srcA_D;
	input [31:0] srcB_D;
	input opcode_D;  
	output reg equal_D;
	always @(srcA_D or srcB_D or opcode_D) begin
		if (!opcode_D)
			equal_D = (srcA_D == srcB_D) ? 1 : 0;
		else 
			equal_D = (srcA_D != srcB_D) ? 1 : 0;
	end
endmodule
module NOT (A, B);
	input A;
	output B;
	assign B = ~A;
endmodule
File: ./run.sh
#!/bin/bash
# OpenROAD 26Q1-2900-gdf79404cd8, Yosys 0.63+post, stock flow scripts
make -C /OpenROAD-flow-scripts/flow DESIGN_CONFIG=/design/flow/config.mk WORK_HOME=/design/flow/orfs finish
==> deck_impl_summary.md <==
Synthesis and Place & Route Summary

Worst setup path
  • Arrival @ worst endpoint: 2.13 ns
  • CP required: 2.48 ns
  • Setup crit start kind: input port
  • Peak fanout along the critical path: 11
  • Critical Path End Type: primary output
  • Kind of critical path: input port to primary output

Route
  • Avg WL per Cell: 20.7 µm
  • DRT Wirelength: 5570 µm
  • # diodes: 0
  • Post-route ant nets: 0
  • Starting DRT DRC Count: 34
  • Vias/cell: 4.35
  • Drt pass-1 iters: 3
  • Vias: between 1000 and 1500
  • Drt drc: 0

Pwr
  • Peak VDD IR: 0.0646 mV
  • Power Total: ~340 µW
  • PD cells: 138 nW/µm²
  • Static Leakage: 0.875 nW

Logic synthesis
  • Cells after synthesis: 39
  • Cell type with the largest total area: mux4_2
  • Syn Std Cell Area: roughly 800 µm²
  • Yosys stat chip area: around 810 µm²
  • Post-synthesis area per instance: 20.9 µm²
  • Synth unique cells: 5
  • Top cells by area: mux4_2 83%, buf_12 7.4%, mux4_1 6.5%
  • Sequential share of the synthesized area: 0
  • Commonest cells in the netlist: 30 x mux4_2, 3 x buf_12, 3 x buf_2
  • Most numerous cell in the Yosys netlist: mux4_2
  • Max-area cell share: 0.829
  • Synth Warn #: 1
  • Yosys cell count: 39

Floorplanning
  • Die height: 94 µm
  • Starting density of the core: 0.156
  • DIE AREA: about 8800 µm²
  • Core footprint: 5200 µm²
  • Std cell rows: 26
  • Io pins: 162
  • Die X: 94 µm

Clock tree
  • Resized Gates After CTS: 0
  • # hold bufs at CTS: 0
  • Post-CTS setup buffer count: 0

Hold path
  • Min-Delay Startpoint: sel[0]
  • Worst hold path depth: 3
  • WHS Endpoint: out[28]
  • Worst hold path type: input port to primary output

Run status
  • Status: completed

GRT
  • Total track usage: 0.118
  • Largest net degree at the start of global routing: 22
  • Initial antenna violation count: 0
  • First-pass GRT wire length: 7920 µm
  • Vias in the first global route: 1393
  • Total gr overflow: 0

Final layout
  • Reg area: 0 µm²
  • Design area: 2480 µm²
  • Ratio of cells with drive above 1 in the final layout: 0.181
  • Clock Buffer Count: 0
  • Synth-to-Final Area Change: 205%
  • Seq Cell Count: 0
  • Fillers: 462

Timing
  • Cycle use final: 0.886
  • Final setup viols: 0
  • Total Neg Setup Slack: 0 ns
  • Final hold slack: 2.05 ns
  • Hold Fails Final Rpt: 0
  • Final setup margin: 0.354 ns
  • Slew Viols, Final: 0
  • Slew @ Worst Pin: 0.302 ns
  • Tmin final: about 2.7 ns
  • RSZ-0062 raised after global routing: false
  • Max Clk Rate: about 0.36 GHz
  • Slew HR: 0.799

Placed design
  • Setup slack at placement: 0.337 ns
  • GP Congestion: between 0.7 and 0.8
  • Detailed Place HPWL: around 5200 µm
  • PortBufs: 162
  • Dpl cell area: 2480 µm²

Job
  • Log Warnings: 32
  • Max Cap Viol: 0
==> worst max path at each step <==
stage | start | endpoint | cells past startpoint
after CTS | sel[1] | out[21] | 4
final | sel[1] | out[21] | 4
after global routing | sel[1] | out[19] | 4
==> routing by layer <==
metal  track usage  part of all wire  vias to the layer above
li1              -                 -                      528
met1         0.136              0.36                      554
met2         0.217              0.52                       88
met3        0.0444              0.11                        0
met4             0                 0                        0
met5             0                 0                        -
==> final cells by class <==
type	count	area [µm²]	area share
repair buffers	167	1670	0.671
multi-input cells	32	728	0.293
well taps	70	87.6	0.0353
==> stage by stage <==
step	cells	utilization
5_1_grt	269	0.477
4_1_cts	269	0.477
3_5_place_dp	269	0.477
6_report	269	0.477
3_3_place_gp	269	0.477
2_1_floorplan	39	-
==> power by group <==
group	internal, mW	switching (mW)
clock	0	0
combinational	0.278	0.0646
sequential	0	0
total	0.278	0.0646
==> critical path: stages <==
cell             delay, ns
clkdlybuf4s50_1       0.53
buf_4                 0.22
mux4_2                0.30
clkdlybuf4s50_1       0.46
==> cells in the final DEF (no fill, tap or decap) <==
cell             synthesis  layout
buf_12                   3       1
mux4_2                  30      30
mux4_1                   2       2
clkdlybuf4s50_1          0     161
buf_4                    0       4
buf_2                    3       1
==> cell families after synthesis <==
logic type             Yosys count  synth area share
muxes                           32             0.894
buffers and inverters            7             0.106
Power is estimated from default activity; no workload was simulated.
